==> design.v <==
module ALU(  
  input        clock,  
  input        reset,  
  input  [5:0] io_a,  
  input  [5:0] io_b,  
  input  [2:0] io_s,  
  output [5:0] io_y,  
  output [2:0] io_f  
);
  wire  _T_22;  
  wire [6:0] _T_23;  
  wire [5:0] _T_24;  
  wire [5:0] _T_25;  
  wire [6:0] _T_26;  
  wire  _T_27;  
  wire [6:0] _T_28;  
  wire [6:0] _T_29;  
  wire [6:0] _T_32;  
  wire  _T_33;  
  wire [5:0] _T_34;  
  wire  _T_35;  
  wire [5:0] _T_36;  
  wire  _T_37;  
  wire [5:0] _T_38;  
  wire  _T_39;  
  wire [5:0] _T_40;  
  wire [5:0] _GEN_0;  
  wire [5:0] _GEN_1;  
  wire [5:0] _GEN_2;  
  wire [5:0] _GEN_3;  
  wire [6:0] _GEN_4;  
  wire [6:0] _GEN_5;  
  wire [6:0] arith_result;  
  wire [6:0] _GEN_6;  
  wire [6:0] sext_result;  
  wire [6:0] _GEN_9;  
  wire  flag_zero;  
  wire [1:0] _T_44;  
  wire  _T_46;  
  wire  _T_49;  
  wire  flag_overflow;  
  wire  flag_carry;  
  wire [1:0] _T_52;  
  assign _T_22 = io_s == 3'h0;  
  assign _T_23 = io_a + io_b;  
  assign _T_24 = $signed(io_a);  
  assign _T_25 = $signed(io_b);  
  assign _T_26 = $signed(_T_24) + $signed(_T_25);  
  assign _T_27 = io_s == 3'h1;  
  assign _T_28 = io_a - io_b;  
  assign _T_29 = $unsigned(_T_28);  
  assign _T_32 = $signed(_T_24) - $signed(_T_25);  
  assign _T_33 = io_s == 3'h2;  
  assign _T_34 = io_a & io_b;  
  assign _T_35 = io_s == 3'h3;  
  assign _T_36 = io_a | io_b;  
  assign _T_37 = io_s == 3'h4;  
  assign _T_38 = ~ io_a;  
  assign _T_39 = io_s == 3'h5;  
  assign _T_40 = io_a ^ io_b;  
  assign _GEN_0 = _T_39 ? _T_40 : 6'h0;  
  assign _GEN_1 = _T_37 ? _T_38 : _GEN_0;  
  assign _GEN_2 = _T_35 ? _T_36 : _GEN_1;  
  assign _GEN_3 = _T_33 ? _T_34 : _GEN_2;  
  assign _GEN_4 = _T_27 ? _T_29 : 7'h0;  
  assign _GEN_5 = _T_27 ? $signed(_T_32) : $signed(7'sh0);  
  assign arith_result = _T_22 ? _T_23 : _GEN_4;  
  assign _GEN_6 = _T_27 ? arith_result : {{1'd0}, _GEN_3};  
  assign sext_result = _T_22 ? $signed(_T_26) : $signed(_GEN_5);  
  assign _GEN_9 = _T_22 ? arith_result : _GEN_6;  
  assign flag_zero = io_y == 6'h0;  
  assign _T_44 = sext_result[6:5];  
  assign _T_46 = _T_44 == 2'h1;  
  assign _T_49 = _T_44 == 2'h2;  
  assign flag_overflow = _T_46 | _T_49;  
  assign flag_carry = arith_result[6];  
  assign _T_52 = {flag_carry,flag_overflow};  
  assign io_y = _GEN_9[5:0];  
  assign io_f = {_T_52,flag_zero};  
endmodule
==> run.sh <==
#!/bin/bash
# OpenROAD 26Q1-2900-gdf79404cd8, Yosys 0.63+post, stock flow scripts
make -C /OpenROAD-flow-scripts/flow DESIGN_CONFIG=/design/flow/config.mk WORK_HOME=/design/flow/orfs finish
==> config.mk <==
export PLATFORM = sky130hd
export DESIGN_NAME = ALU
export DESIGN_NICKNAME = ALU
export VERILOG_FILES = /design/flow/design.v
export SDC_FILE = /design/flow/constraint.sdc
export NUM_CORES = 4
export LEC_CHECK = 1
export CORE_AREA = 10 10 76 76
export DIE_AREA = 0 0 86 86
==> constraint.sdc <==
current_design ALU

set clk_period 3.2
set clk_io_pct 0.2

create_clock -name clk0 -period $clk_period

set non_clock_inputs [all_inputs -no_clocks]
set_input_delay [expr $clk_period * $clk_io_pct] -clock clk0 $non_clock_inputs
set_output_delay [expr $clk_period * $clk_io_pct] -clock clk0 [all_outputs]
==> reports/qor.json <==
{
  "power.clock.fraction_pct": 0,
  "post_synth.cell_area_avg_um2": 7.233,
  "core_util_floorplan_pct": 25.66,
  "wirelength_um": 3509,
  "grt_overflow": 0,
  "critPathMaxFanout": 2,
  "vias_in_the_first_global_route": 1289,
  "drc": 0,
  "critPathKind": "input port to output pin",
  "flops": 0,
  "height_of_the_die_um": 86,
  "total_design_power_mw": 0.3268,
  "grt_pass1_wl_um": 5816,
  "status": "completed",
  "grt.total_usage_pct": 8.928,
  "rsz0062_at_grt": "yes",
  "place.gp.congestion": 0.9195,
  "cp-start-kind": "input port",
  "num_vias": 1316,
  "min_path_type": "input port to output pin",
  "met2_layer_usage_reported_by_global_route_pct": 14.74,
  "gr-usage-met3_pct": 1.335,
  "report.final.setup_viol": 0,
  "power.internal_mw": 0.1878,
  "final.clkbuf_count": 0,
  "firstDrtPassIters": 4,
  "pin_count": 26,
  "worst_slew_pin_tran_ps": 319.3,
  "drive_gt1_share_pct": 54.95,
  "power.switching_fraction_pct": 42.54,
  "num_rows": 23,
  "post_synth_instance_area_mm2": 0.001056,
  "place_area_mm2": 0.001580,
  "share_of_the_yosys_chip_area_belonging_to_registers_pct": 0,
  "switching_power_mw": 0.1390,
  "cts_hold_repair.buffers": 0,
  "critical_path.endpoint_type": "output pin",
  "die_area_mm2": 0.007396,
  "antenna_cells_inserted": 0,
  "endpoints_failing_hold": 0,
  "area_growth_pct": 91.82,
  "final_cell_area_mm2": 0.002026,
  "synth-warning-count": 0,
  "slew_viol_final": 0,
  "ir_worst_vdd_uv": 53.37,
  "cap_violations": 0,
  "gr-max-usage-layer": "met2",
  "die.size.x_um": 86,
  "yosysCellCount": 146,
  "placeableCoreArea_mm2": 0.004115,
  "grt_start_max_net_pins": 10,
  "detailed_placement_hpwl_um": 2479,
  "share_seq_of_total_power_pct": 0,
  "initial_antenna_violation_count": 0,
  "met1_usage_pct": 12.47,
  "drt_first_iter_violations": 109,
  "area.sequential_um2": 0,
  "fillers": 363,
  "fmaxAchievable_mhz": 315.0,
  "route.detailed.wl_per_inst_um": 12.90,
  "placement.io_buffers": 24,
  "worst_ep_required_time_ps": 2560,
  "slew_limit_headroom_pct": 78.67,
  "count_of_warning_messages_emitted_by_the_tools": 48,
  "netlist_instances": 146,
  "chip_area_in_the_yosys_report_mm2": 0.001056,
  "pwr-share-comb_pct": 100.0,
  "pwr_density_cell_mw_per_mm2": 161.3,
  "fin_crit_ps": 3174,
  "final_min_period_over_clock_period_pct": 99.19,
  "synth_cell_types": 41,
  "static-leakage-power_nw": 0.9883,
  "drtAntennaViolNets": 0,
  "worst_ep_arrival_time_ps": 2530,
  "drt-vias-per-instance": 4.838
}
==> critical path, cell delays in order <==
cell	delay (ps)
sky130_fd_sc_hd__buf_8	100
sky130_fd_sc_hd__buf_4	130
sky130_fd_sc_hd__ha_4	150
sky130_fd_sc_hd__a21o_1	170
sky130_fd_sc_hd__a221o_1	340
sky130_fd_sc_hd__mux2i_1	170
sky130_fd_sc_hd__nor2_1	60
sky130_fd_sc_hd__or4_4	520
sky130_fd_sc_hd__nor3_2	140
sky130_fd_sc_hd__buf_2	110
==> metal layers <==
metal | routed length [µm] | up-vias
li1 | - | 669
met2 | 1621 | 32
met1 | 1667 | 612
met3 | 210 | 3
met4 | 9 | 0
met5 | 0 | -
==> synthesized netlist by cell type, drive strengths merged (3+ instances only) <==
cell | instances | area share, %
inv | 23 | 8.2
nand2 | 9 | 3.2
buf | 10 | 7.5
o21ai | 5 | 2.4
nor2 | 13 | 4.6
ha | 18 | 21
and3 | 6 | 3.8
mux2i | 12 | 11
a21oi | 7 | 3.3
nor3 | 5 | 2.8
a221oi | 3 | 2.5
a31oi | 3 | 1.8
==> what timing repair did <==
| action | in CTS | in global routing |
|---|---|---|
| buffers inserted | 18 | 5 |
| cloned | 1 | 0 |
| gates resized | 100 | 33 |
| setup endpoints to repair | 8 | 5 |
| pin swaps | 27 | 20 |
==> cells in the final DEF, fill, tap and decap left out, drive strengths merged, types with 2 or more instances in the layout <==
cell type,instances
o41ai,2
a21boi,2
a31oi,3
a221oi,3
o21bai,2
nand2b,2
fa,2
and3,6
nor3,5
clkdlybuf4s50,2
nor2,13
a21oi,7
ha,18
inv,23
a221o,2
o22ai,2
o21ai,5
or4,2
a22oi,2
nand2,9
mux2i,12
dlymetal6s2s,2
buf,73
dlygate4sd2,7
==> worst paths after layout <==
kind	startpoint	end	cells past startpoint	slack (ps)
max	io_b[1]	io_f[0]	10	30
min	io_a[0]	io_f[0]	7	1930
==> stage by stage <==
stage,cells,hold WS [ps],utilization (%),setup TNS (ps),worst slack [ps]
floorplan,146,1439,-,0,15.31
global placement,250,2559,38.40,-5273,-922.9
detailed placement,250,2561,38.40,-5133,-904.7
CTS,267,1942,45.94,-19.17,-19.17
global route,272,2020,49.22,-121.6,-95.50
finish,272,1927,49.22,0,25.89
==> power groups by stage <==
stage	combinational, mW	clock [mW]	sequential (mW)
CTS	0.296	0	0
global route	0.359	0	0
finish	0.327	0	0
==> area by class of cell <==
class	instances	area (µm²)	share of cell area, %
Tap cell	50	62.56	3.088
Inverter	23	101.3	5.003
Timing Repair Buffer	86	729.5	36.01
Multi-Input combinational cell	113	1132	55.90
==> logic make-up (layout without fill, tap and decap cells) <==
logic type,count (synthesis),count (layout),synth area share [%]
simple gates,42,42,20.50
compound gates,36,36,23.58
buf+inv,33,109,15.64
fa+ha+maj,20,20,25.12
mux,12,12,11.37
xor+xnor,3,3,3.792
No activity file was given, so power comes from the tool's default toggle rates.

==> flow/config.mk <==
export PLATFORM = sky130hd
export DESIGN_NAME = ALU2
export DESIGN_NICKNAME = ALU2
export VERILOG_FILES = /design/flow/design.v
export SDC_FILE = /design/flow/constraint.sdc
export NUM_CORES = 4
export LEC_CHECK = 1
export CORE_AREA = 10 10 111 111
export DIE_AREA = 0 0 121 121
==> flow/constraint.sdc <==
current_design ALU2

set clk_period 4.8
set clk_io_pct 0.2

create_clock -name clk0 -period $clk_period

set non_clock_inputs [all_inputs -no_clocks]
set_input_delay [expr $clk_period * $clk_io_pct] -clock clk0 $non_clock_inputs
set_output_delay [expr $clk_period * $clk_io_pct] -clock clk0 [all_outputs]
==> flow/design.v <==
module ALU2(  
  input        clock,  
  input        reset,  
  input  [5:0] io_a,  
  input  [5:0] io_b,  
  input  [2:0] io_s,  
  output [5:0] io_y,  
  output [2:0] io_f  
);
  wire  _T_22;  
  wire [6:0] _T_23;  
  wire [5:0] _T_24;  
  wire [5:0] _T_25;  
  wire [6:0] _T_26;  
  wire  _T_27;  
  wire [6:0] _T_28;  
  wire [6:0] _T_29;  
  wire [6:0] _T_32;  
  wire  _T_33;  
  wire [5:0] _T_34;  
  wire  _T_35;  
  wire [5:0] _T_36;  
  wire  _T_37;  
  wire [5:0] _T_38;  
  wire  _T_39;  
  wire [5:0] _T_40;  
  wire  _T_41;  
  wire [68:0] _GEN_12;  
  wire [68:0] _T_42;  
  wire  _T_43;  
  wire [5:0] _T_44;  
  wire [5:0] _GEN_0;  
  wire [68:0] _GEN_1;  
  wire [68:0] _GEN_2;  
  wire [68:0] _GEN_3;  
  wire [68:0] _GEN_4;  
  wire [68:0] _GEN_5;  
  wire [6:0] _GEN_6;  
  wire [6:0] _GEN_7;  
  wire [6:0] arith_result;  
  wire [68:0] _GEN_8;  
  wire [6:0] sext_result;  
  wire [68:0] _GEN_11;  
  wire  flag_zero;  
  wire [1:0] _T_48;  
  wire  _T_50;  
  wire  _T_53;  
  wire  flag_overflow;  
  wire  flag_carry;  
  wire [1:0] _T_56;  
  assign _T_22 = io_s == 3'h0;  
  assign _T_23 = io_a + io_b;  
  assign _T_24 = $signed(io_a);  
  assign _T_25 = $signed(io_b);  
  assign _T_26 = $signed(_T_24) + $signed(_T_25);  
  assign _T_27 = io_s == 3'h1;  
  assign _T_28 = io_a - io_b;  
  assign _T_29 = $unsigned(_T_28);  
  assign _T_32 = $signed(_T_24) - $signed(_T_25);  
  assign _T_33 = io_s == 3'h2;  
  assign _T_34 = io_a & io_b;  
  assign _T_35 = io_s == 3'h3;  
  assign _T_36 = io_a | io_b;  
  assign _T_37 = io_s == 3'h4;  
  assign _T_38 = ~ io_a;  
  assign _T_39 = io_s == 3'h5;  
  assign _T_40 = io_a ^ io_b;  
  assign _T_41 = io_s == 3'h6;  
  assign _GEN_12 = {{63'd0}, io_a};  
  assign _T_42 = _GEN_12 << io_b;  
  assign _T_43 = io_s == 3'h7;  
  assign _T_44 = io_a >> io_b;  
  assign _GEN_0 = _T_43 ? _T_44 : 6'h0;  
  assign _GEN_1 = _T_41 ? _T_42 : {{63'd0}, _GEN_0};  
  assign _GEN_2 = _T_39 ? {{63'd0}, _T_40} : _GEN_1;  
  assign _GEN_3 = _T_37 ? {{63'd0}, _T_38} : _GEN_2;  
  assign _GEN_4 = _T_35 ? {{63'd0}, _T_36} : _GEN_3;  
  assign _GEN_5 = _T_33 ? {{63'd0}, _T_34} : _GEN_4;  
  assign _GEN_6 = _T_27 ? _T_29 : 7'h0;  
  assign _GEN_7 = _T_27 ? $signed(_T_32) : $signed(7'sh0);  
  assign arith_result = _T_22 ? _T_23 : _GEN_6;  
  assign _GEN_8 = _T_27 ? {{62'd0}, arith_result} : _GEN_5;  
  assign sext_result = _T_22 ? $signed(_T_26) : $signed(_GEN_7);  
  assign _GEN_11 = _T_22 ? {{62'd0}, arith_result} : _GEN_8;  
  assign flag_zero = io_y == 6'h0;  
  assign _T_48 = sext_result[6:5];  
  assign _T_50 = _T_48 == 2'h1;  
  assign _T_53 = _T_48 == 2'h2;  
  assign flag_overflow = _T_50 | _T_53;  
  assign flag_carry = arith_result[6];  
  assign _T_56 = {flag_carry,flag_overflow};  
  assign io_y = _GEN_11[5:0];  
  assign io_f = {_T_56,flag_zero};  
endmodule
==> flow/run.sh <==
#!/bin/bash
# OpenROAD 26Q1-2900-gdf79404cd8, Yosys 0.63+post, stock flow scripts
make -C /OpenROAD-flow-scripts/flow DESIGN_CONFIG=/design/flow/config.mk WORK_HOME=/design/flow/orfs finish
==> datasheet_impl.txt <==
Summary of implementation characteristics

Parameter                              Value

GRT
  Grt total ovfl    0
  Wire length of the first global-routing pass    8.87 mm
  Met2 track demand over resource    12.6%
  GR Util All Layers    about 7.3%
  Initial antenna violation count    0
  Maximum number of pins on one net before global-route repair    21
  Met1 demand-to-capacity share in global routing    under 10%
  Global route hottest layer    met2
  Via count of the first global-routing pass    1683
  Met3 demand-to-capacity share in global routing    1.18%

Synthesis
  Fraction of the yosys area taken by sequential cells    0%
  Post-Syn Area    1500 um^2
  Tally of unique sky130hd cells used after synthesis    59
  Synthesized netlist cell count    215
  Avg Synthesized Cell Area    roughly 7.0 um^2
  Tally of yosys warning messages    0
  Synthesis area per yosys    ~1500 um^2
  Number of cells in the yosys synthesis report    around 220

Route
  Number of iterations in the first detailed-routing pass    4
  DRC marker count from the first detailed-route iteration    80
  Detailed-route via count    1768
  Via/cell ratio    4.41
  Total wire length    roughly 5.3 mm
  Diodes inserted    0
  DRC viols    0
  WL/cell    13.3 um
  Post-detailed-route count of antenna-violating nets    0

Layout
  Layout clock buffer count    0
  Share of the core filled with cells in the final layout    22.6%
  # fillers    approximately 1100
  Number of flip-flops and latches    0
  Seq. cell area    0 um^2
  Area grow syn2layout    49.2%
  Share of final-layout standard cells stronger than drive strength 1    between 20% and 30%
  Combinational Area    1410 um^2

Setup path
  Worst setup EP type    primary output
  Crit path arrival time    3.66 ns
  Worst Path Max Fanout    3
  Worst setup path category    in2out
  Critical Path RT    ~3.8 ns
  Launching element type of the critical path    input port

Final timing
  Headroom to the max-slew limit    between 50% and 60%
  Final Cycle Share    between 90% and 100%
  Final-report hold violation count    0
  Setup repair after global routing missed its margin    no
  Slack of the critical path    0.183 ns
  Min Clock Period, post-route    4.62 ns
  Worst-margin pin slew    0.638 ns
  # setup viols final    0
  Pins over their slew limit    0
  Maximum clock frequency    0.217 GHz

Die
  Standard-cell row count    36
  Top-Level Pins    26
  Starting Density    roughly 15%
  Die X    121 um
  Area of the die    14600 um^2
  Height of the die    121 um
  Core region area    9860 um^2

Job
  Total of max-cap violations    0
  Number of logged tool warnings    47

Outcome
  Result of the run    complete, no violations

Power and ir drop
  Total leakage power    0.934 nW
  Overall power consumption    210 uW
  Total power divided by cell area    between 90 and 100 nW/um^2
  Worst vdd ir    0.0209 mV

Placed design
  # port buffers    24
  Detailed placer's ending HPWL    between 4 and 5 mm
  Post-Place Worst Slack    -0.181 ns
  Final GP Congestion    0.968

Worst hold path
  Worst hold path class    in2out

CTS
  Post-CTS Hold Buffers    0
synth_stat cells, types with 4 or more instances:
master / instances / area (um^2)
sky130_fd_sc_hd__a21oi_1: 15 / 75.1
sky130_fd_sc_hd__clkbuf_1: 11 / 41.3
sky130_fd_sc_hd__ha_1: 18 / 225
sky130_fd_sc_hd__inv_1: 18 / 67.6
sky130_fd_sc_hd__mux2i_1: 5 / 50.1
sky130_fd_sc_hd__nand2_1: 18 / 67.6
sky130_fd_sc_hd__nand2b_1: 4 / 25.0
sky130_fd_sc_hd__nand3_1: 6 / 30.0
sky130_fd_sc_hd__nor2_1: 17 / 63.8
sky130_fd_sc_hd__nor2b_1: 8 / 50.1
sky130_fd_sc_hd__o21a_1: 4 / 30.0
sky130_fd_sc_hd__o21ai_0: 11 / 55.1
cells by family (layout without fill, tap and decap cells):
group	after synthesis	in the layout	synth area share [%]
buffers and inverters	34	87	9.71
AND-OR/OR-AND	67	67	30.8
XOR/XNOR	3	3	1.76
AND/OR/NAND/NOR	79	79	28.6
multiplexers	12	12	11.4
adder cells (fa/ha/maj)	20	20	17.7
critical path: stages:
cell and delay, ns:
sky130_fd_sc_hd__dlygate4sd2_1 0.26, sky130_fd_sc_hd__inv_1 0.08, sky130_fd_sc_hd__ha_2 0.19, sky130_fd_sc_hd__inv_1 0.05, sky130_fd_sc_hd__fa_1 0.44, sky130_fd_sc_hd__nor2b_2 0.15
sky130_fd_sc_hd__o311ai_1 0.13, sky130_fd_sc_hd__a32oi_1 0.25, sky130_fd_sc_hd__o31ai_2 0.12, sky130_fd_sc_hd__or4_4 0.44, sky130_fd_sc_hd__nor3_2 0.11, sky130_fd_sc_hd__clkdlybuf4s50_1 0.48
metrics by stage:
stage | cells | TNS (ns) | hold slack, ns | cell area (um^2)
2_1_floorplan | 215 | 0 | 2.05 | 1500
3_3_place_gp | 400 | -0.296 | 3.19 | 2150
3_5_place_dp | 400 | -0.354 | 3.17 | 2150
4_1_cts | 401 | -0.000623 | 3.17 | 2200
5_1_grt | 401 | 0 | 3.16 | 2230
6_report | 401 | 0 | 3.06 | 2230
repair_timing:
action                     CTS  global route
resized                     13            11
pin swaps                    1             2
setup endpoints to repair    3             4
setup buffers                1             0
where the power goes:
part / switching, mW / internal (mW)
clock network: 0 / 0
registers: 0 / 0
logic: 0.0997 / 0.110
total: 0.0997 / 0.110
path summary, 6_finish.rpt:
kind	from	end	slack (ns)	depth (start not counted)
worst min-delay path	io_b[1]	io_y[2]	3.06	7
worst max-delay path	io_a[0]	io_f[0]	0.18	12
layout by cell type (no fill, tap or decap), types with 3 or more instances in the layout:
cell type                         instances
sky130_fd_sc_hd__buf_4                   43
sky130_fd_sc_hd__nand3_1                  6
sky130_fd_sc_hd__o21a_1                   4
sky130_fd_sc_hd__nand2_1                 18
sky130_fd_sc_hd__ha_1                    14
sky130_fd_sc_hd__or2_2                    3
sky130_fd_sc_hd__clkdlybuf4s50_1         18
sky130_fd_sc_hd__o21ai_0                 11
sky130_fd_sc_hd__inv_1                   17
sky130_fd_sc_hd__nor4_1                   3
sky130_fd_sc_hd__nand2b_1                 4
sky130_fd_sc_hd__nor2b_1                  6
sky130_fd_sc_hd__dlygate4sd2_1            4
sky130_fd_sc_hd__a21o_1                   3
sky130_fd_sc_hd__a211o_1                  3
sky130_fd_sc_hd__nand3b_1                 3
sky130_fd_sc_hd__ha_2                     3
sky130_fd_sc_hd__nor2_1                  17
sky130_fd_sc_hd__mux2i_1                  5
sky130_fd_sc_hd__nor3_1                   3
sky130_fd_sc_hd__a21oi_1                 15
final cells by class:
type	count	share of cell area (%)
tap	133	7.46
inverter	18	3.03
multi-input combinational	181	63.3
timing repair buffer	69	26.2
per-layer routing:
metal  part of all wire (%)  wire [um]  vias up
li1                       -          -      904
met1                     46       2440      823
met2                     49       2600       41
met3                    5.4        290        0
met4                      0          0        0
met5                      0          0        -
Power figures rest on the tool's default switching activity, not on a simulated workload.
